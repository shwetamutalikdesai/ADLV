`/design/flow/run.sh`:
```
#!/bin/bash
# OpenROAD 26Q1-2900-gdf79404cd8, Yosys 0.63+post, stock flow scripts
make -C /OpenROAD-flow-scripts/flow DESIGN_CONFIG=/design/flow/config.mk WORK_HOME=/design/flow/orfs finish
```
`/design/flow/config.mk`:
```
export PLATFORM = sky130hd
export DESIGN_NAME = switch
export DESIGN_NICKNAME = switch
export VERILOG_FILES = /design/flow/design.v
export SDC_FILE = /design/flow/constraint.sdc
export NUM_CORES = 4
export LEC_CHECK = 1
export CORE_UTILIZATION = 40
export SYNTH_HDL_FRONTEND = slang
```
`/design/flow/constraint.sdc`:
```
current_design switch

set clk_period 1.0
set clk_io_pct 0.2

create_clock -name clk0 -period $clk_period [get_ports {clk}]

set non_clock_inputs [all_inputs -no_clocks]
set_input_delay [expr $clk_period * $clk_io_pct] -clock clk0 $non_clock_inputs
set_output_delay [expr $clk_period * $clk_io_pct] -clock clk0 [all_outputs]
```
`/design/flow/design.v`:
```
class transaction;
  rand bit [3:0]a;
  rand bit [3:0]b;
            bit [6:0]c;
       function void display(string name);
         $display("---------------");
         $display("-%s",name);
         $display("---------------");
         $display("-a = %0d, b = %0d",a,b);
         $display("-c = %0d",c);
         $display("---------------");
       endfunction
endclass
class generator;
  rand transaction trans;
  mailbox gen2driv;
  int repeat_count;
  event ended;
  function new(mailbox gen2driv);
  this.gen2driv = gen2driv;
  endfunction
    task main();
      repeat(repeat_count) begin
        trans = new();
        if(!trans.randomize())$fatal("Gen::trans randomization failed");
        gen2driv.put(trans);
      end
      ->ended; 
    endtask
endclass
class driver;
  int no_transactions;
  virtual intf vif;
  mailbox gen2driv;
  function new(virtual intf vif,mailbox gen2driv);
    this.vif = vif;
    this.gen2driv = gen2driv;
  endfunction
  task reset;
    wait(vif.reset);
    $display("[DRIVER]-----Reset Started-----");
    vif.a <= 0;
    vif.b <= 0;
    vif.valid <= 0;
    wait(!vif.reset);
    $display("[DRIVER]-----Reset Ended-----");
  endtask
  task main;
    forever begin
      transaction trans;
      gen2driv.get(trans);
      @(posedge vif.clk);
      vif.valid <= 1;
      vif.a <= trans.a;
      vif.b <= trans.b;
      @(posedge vif.clk);
      vif.valid <= 0;
      trans.c <= vif.c;
      @(posedge vif.clk);
      trans.display("[Driver]");
      no_transactions++;
    end
  endtask
endclass
 class monitor;
  virtual intf vif;
  mailbox mon2scb;
  function new(virtual intf vif,mailbox mon2scb);
    this.vif = vif;
    this.mon2scb = mon2scb;
  endfunction
  task main;
    forever begin
      transaction trans;
      trans = new();
      @(posedge vif.clk);
      wait(vif.valid);
      trans.a = vif.a;
      trans.b = vif.b;
      @(posedge vif.clk);
      trans.c = vif.c;
      @(posedge vif.clk);
      mon2scb.put(trans);
      trans.display("[Monitor]");
    end
  endtask
endclass
class scoreboard;
  mailbox mon2scb;
  int no_transactions;
  function new(mailbox mon2scb);
    this.mon2scb = mon2scb;
  endfunction
  task main();
    transaction trans;
    forever begin
      mon2scb.get(trans);
      if((trans.a+trans.b) == trans.c)
        $display("Result is as expected");
      else
        $error("Wrong result.\n\tExpected: %0d Actual: %0d",(trans.a+trans.b),trans.c);
      no_transactions++;
      trans.display("[Scoreboard]");
    end
  endtask
endclass
class environment;
  generator gen;
  driver driv;
  monitor mon;
  scoreboard scb;
  mailbox gen2driv;
  mailbox mon2scb;
  virtual intf vif;
  function new(virtual intf vif);
    this.vif = vif;
    gen2driv = new();
    mon2scb  = new();
    gen  = new(gen2driv);
    driv = new(vif,gen2driv);
    mon  = new(vif,mon2scb);
    scb  = new(mon2scb);
  endfunction
  task pre_test();
    driv.reset();
  endtask
  task test();
    fork
      gen.main();
      driv.main();
      mon.main();
      scb.main();
    join_any
  endtask
  task post_test();
    wait(gen.ended.triggered);
    wait(gen.repeat_count == driv.no_transactions); 
    wait(gen.repeat_count == scb.no_transactions);
  endtask 
  task run;
    pre_test();
    test();
    post_test();
    $finish;
  endtask
endclass
interface intf(input logic clk,reset);
  logic valid;
  logic [3:0]a;
  logic [3:0]b;
  logic [6:0]c;
endinterface
interface mem_intf(input logic clk,reset);
  logic [1:0] addr;
  logic wr_en;
  logic rd_en;
  logic [7:0] wdata;
  logic [7:0] rdata;
  clocking driver_cb @(posedge clk);
    default input #1 output #1;
    output addr;
    output wr_en;
    output rd_en;
    output wdata;
    input  rdata; 
  endclocking
  clocking monitor_cb @(posedge clk);
    default input #1 output #1;
    input addr;
    input wr_en;
    input rd_en;
    input wdata;
    input rdata; 
  endclocking
  modport DRIVER  (clocking driver_cb,input clk,reset);
  modport MONITOR (clocking monitor_cb,input clk,reset);
endinterface
module switch 
  # (parameter ADDR_WIDTH = 8,
     parameter DATA_WIDTH = 16,
     parameter ADDR_DIV = 8'h3F
    )
  ( input clk,
   	input rstn,
    input vld,
    input [ADDR_WIDTH-1:0] 	addr,
   input [DATA_WIDTH-1:0] 	data,
   output reg [ADDR_WIDTH-1:0] 	addr_a,
   output reg [DATA_WIDTH-1:0] 	data_a,
   output reg [ADDR_WIDTH-1:0] 	addr_b,
   output reg [DATA_WIDTH-1:0] 	data_b
  );
  always @ (posedge clk) begin
    if (!rstn) begin
      	addr_a <= 0;
    	data_a <= 0;
    	addr_b <= 0;
    	data_b <= 0;
    end else begin
      if (vld) begin
      	if (addr >= 0 & addr <= ADDR_DIV) begin
        	addr_a <= addr;
      		data_a <= data;
          	addr_b <= 0;
          	data_b <= 0;
      	end else begin
          	addr_a <= 0;
          	data_a <= 0;
        	addr_b <= addr;
        	data_b <= data;
      	end
      end
    end
  end
endmodule
```
==> results_dict.tcl <==
# flow metrics
set metrics [dict create \
    first_iter_violations 72 \
    synth_flop_count 48 \
    fp-row-count 28 \
    via_count_of_the_first_global_routing_pass 1728 \
    syn_to_final_growth_pct 40.6 \
    muxShareOfSynthArea_pct 0.822 \
    ir_worst_vdd_uv 568 \
    unrepaired_setup_endpoints_after_global_routing "false" \
    maxClockFrequency_mhz 1050 \
    cts_buffer_depth 2 \
    synth-warning-count 0 \
    final.setup.tns_ns 0 \
    proportion_of_layout_cells_with_a_drive_suffix_above_1_pct 62.8 \
    detail_route.first_pass.iterations 4 \
    die_width_um 80.0 \
    hp-class "in -> reg" \
    floorplan.initialDensity_pct 41.4 \
    clock_tree.root_cell "clkbuf_8" \
    finalMaxSlewViolations 0 \
    cp_data_required_time_ns 0.80 \
    diodes 0 \
    cpMaxStageDelayCell "dfxtp_2" \
    regArea_um2 1020 \
    syn_area_cell_um2 11.6 \
    worst_slew_margin_rel_pct 79.9 \
    gp_routability_congestion 0.732 \
    aoi_share_pct 27.5 \
    top_level_ports 75 \
    grt.overflow.total 0 \
    wirelength_met1_um 2910 \
    detail_route.drc_violations 0 \
    top_logic_kind "AND-OR/OR-AND gates" \
    timing.critical_path.fanout_max 2 \
    synth_stat.cells 210 \
    totalWireLength_um 5440 \
    outcome "complete, no violations" \
    synth_xor_xnor_area_share_pct 0 \
    worst-setup-path-type "reg -> out" \
    grt_pass1_wl_um 8680 \
    fin_crit_sh_pct 95.2 \
    cts-buffers-inserted 5 \
    dr_total_vias 1882 \
    critical-path-top-delay-family "flip-flops" \
    grtUsageTotal_pct 17.8 \
    worstPathCellList "buf_2" \
    final_core_utilization_pct 58.2 \
    clock_tree.htree_level_count 2 \
    ys_sh_adder_pct 0 \
    fin_crit_ns 0.952 \
    ys_seq_share_pct 39.5 \
    synth.cellmix.simpleShare_pct 23.4 \
    chipArea_um2 6400 \
    clock_skew_ns 0 \
    tritoncts_num_sinks 48 \
    worstPathArrival_ns 0.75 \
    top_layer_used "met4" \
    critical_path.max_stage_delay_ns 0.33 \
    post-place-ws_ns -0.220 \
    postRouteAntennaNets 0 \
    clock_tree_from_tritoncts "done" \
    routed_wire_length_per_instance_um 13.8 \
    finalHoldViolations 0 \
    slew_at_the_pin_closest_to_its_max_slew_limit_ns 0.298 \
    power-per-cell-area_nw_per_um2 1140 \
    post-route-worst-setup-slack_ns 0.0475 \
    detailedPlacementHpwl_um 3660 \
    core_um2 5890 \
    clk_transition_reported_paths_ns 0.09 \
    startpoint_type "register" \
    ys_chip_area_um2 2430 \
    synthCells 210 \
    max-cap-violations 0 \
    log.warning_count 25 \
    grt_max_degree 49 \
    whs_ns 0.346 \
    met2RoutedLength_um 2290 \
    post_synth_instance_area_um2 2430 \
    multiInputGateArea_um2 1260 \
    setup_viol_count_final 0 \
    worstPathBufferInverterCount 1 \
    layout.filler_cells 548 \
    ys_types 21 \
    insertion_delay_ns 0.30 \
    detailed_route_wirelength_on_metal3_um 184 \
    die_y_um 80.0 \
    critPathCaptureType "output pin" \
    post_drt_via_cell_ratio 4.76 \
    power_leakage_nw 1.51 \
    port-buffer-count 74 \
    grt_antenna_before_repair 0 \
]
[tightest hold or removal path, cell delays in order]
cell and delay [ns]:
buf_2 0.14, buf_12 0.16, o211ai_2 0.06, a21boi_2 0.04
[area by class of cell]
cell class                      count  area share (%)
Clock buffer                        7            2.23
Clock inverter                      1           0.256
Multi-Input combinational cell    138            36.8
Sequential cell                    48            29.8
Tap cell                           75            2.74
Timing Repair Buffer              126            28.1
[registers in the layout (all words and copies together) (netlist names)]
name    flops
data_a     16
addr_b      8
data_b     16
addr_a      8
[per-stage QoR]
stage               std cells  power [mW]  cell area [µm²]
CTS                       393        3.98             3460
finish                    395        3.91             3420
detailed placement        383        2.84             3490
global route              395        4.11             3420
global placement          383        2.84             3490
floorplan                 210        2.41             2430
[report_power, final]
part / total, mW / switching [mW] / internal [mW]
registers: 2.03 / 0.0332 / 1.99
clock network: 1.17 / 0.669 / 0.501
logic: 0.716 / 0.274 / 0.442
total: 3.91 / 0.976 / 2.94
[repair_timing]
action                     in CTS  in global routing
setup endpoints to repair      48                 10
buffers inserted                2                  2
gates resized                 185                 10
hold buffers                    0                  0
[per-layer routing]
| metal | vias up | track usage (%) |
|---|---|---|
| met4 | 0 | 1.61 |
| met3 | 6 | 2.32 |
| met2 | 37 | 25.9 |
| met5 | - | 0 |
| li1 | 970 | - |
| met1 | 869 | 29.6 |
[cell usage in the layout, fill, tap and decap left out]
cell type,count
and2b_1,1
o211ai_2,20
mux2i_1,2
and3b_1,2
nand2b_1,22
clkbuf_2,10
nor2b_1,23
clkdlybuf4s50_1,23
o21a_1,22
a21boi_0,2
clkinv_4,1
buf_4,45
clkbuf_1,2
dfxtp_2,48
a21boi_2,20
clkbuf_8,5
and4bb_2,4
nor4bb_1,5
o211ai_1,2
buf_12,7
buf_2,41
and4bb_1,13
[worst paths after layout]
path	to	depth (start not counted)	slack (ns)	from
max reg2reg	data_b[14]	4	0.21	data_b[14]
min reg2reg	data_b[9]	2	0.48	data_b[9]
min	data_b[8]	4	0.35	vld
max	data_b[12]	1	0.05	data_b[12]
[Yosys cell counts]
master / count / area [µm²]
buf_1: 1 / 3.75
a21boi_2: 20 / 225
mux2i_1: 2 / 20.0
and3b_1: 2 / 17.5
o211ai_1: 2 / 15.0
o211ai_2: 20 / 250
nor4bb_1: 5 / 50.1
and4bb_2: 4 / 50.1
buf_2: 9 / 45.0
o21a_1: 22 / 165
buf_8: 1 / 15.0
nand2b_1: 22 / 138
and2b_1: 1 / 7.51
a21boi_0: 2 / 15.0
buf_12: 3 / 60.1
buf_4: 2 / 15.0
nor2b_1: 23 / 144
buf_6: 6 / 67.6
clkbuf_1: 2 / 7.51
and4bb_1: 13 / 163
dfxtp_1: 48 / 961
[kinds of logic after synthesis]
group,Yosys count
multiplexers,2
AND-OR/OR-AND,66
AND/OR/NAND/NOR,70
buffers and inverters,24
flip-flops,48
Power figures rest on the tool's default switching activity, not on a simulated workload.
